==> /design/flow/design.v <==
module adc #(
    parameter CHANNEL_MASK = 8'b01111111,
) (
    input clk,
    input reset,
    output reg csel,
    output reg sclk,
    output reg mosi,
    input      miso,
    output reg [11:0] adc_data,
    output reg [3:0]  adc_channel,
    output reg        adc_valid
);
    localparam ADC_STATE_INIT           = 4'h0;
    localparam ADC_STATE_RESET          = 4'h1;
    localparam ADC_STATE_READ_STATUS    = 4'h2; 
    localparam ADC_STATE_POLL_STATUS    = 4'h3;
    localparam ADC_STATE_START_CAL      = 4'h4;
    localparam ADC_STATE_READ_CAL       = 4'h5;
    localparam ADC_STATE_POLL_CAL       = 4'h6;
    localparam ADC_STATE_CFG_DATA       = 4'h7;
    localparam ADC_STATE_CFG_CHAN       = 4'h8;
    localparam ADC_STATE_CFG_SEQ        = 4'h9;
    localparam ADC_STATE_READOUT        = 4'hA;
    localparam ADC_OPCODE_NOP    = 8'b00000000;
    localparam ADC_OPCODE_READ   = 8'b00010000;
    localparam ADC_OPCODE_WRITE  = 8'b00001000;
    localparam ADC_OPCODE_SETBIT = 8'b00011000;
    localparam ADC_OPCODE_CLRBIT = 8'b00100000;
    localparam ADC_REG_SYSTEM_STATUS = 8'h00;
    localparam ADC_REG_GENERAL_CFG   = 8'h01;
    localparam ADC_REG_DATA_CFG      = 8'h02;
    localparam ADC_REG_SEQUENCE_CFG  = 8'h10;
    localparam ADC_REG_AUTO_SEQ_CH_SEL = 8'h12;
    reg adc_reset_done = 1'b0;
    reg adc_cal_done = 1'b0;
    reg [3:0] adc_state         = ADC_STATE_INIT;
    reg [3:0] next_adc_state    = ADC_STATE_INIT;
    reg [23:0] next_adc_outdata = 0;
    reg [4:0] next_adc_bitcount = 0;
    always @(*) begin
        next_adc_state <= adc_state;
        next_adc_bitcount <= 0;
        next_adc_outdata <= 0;
        case (adc_state)
            ADC_STATE_INIT : begin
                next_adc_outdata <= {ADC_OPCODE_WRITE, ADC_REG_GENERAL_CFG, 8'h01};
                next_adc_bitcount <= 24;
                next_adc_state <= ADC_STATE_RESET;
            end
            ADC_STATE_RESET: begin
                next_adc_outdata <= {ADC_OPCODE_READ, ADC_REG_SYSTEM_STATUS, 8'h00};
                next_adc_bitcount <= 24;
                next_adc_state <= ADC_STATE_READ_STATUS;
            end
            ADC_STATE_READ_STATUS: begin
                next_adc_outdata <= {ADC_OPCODE_READ, ADC_REG_SYSTEM_STATUS, 8'h00};
                next_adc_bitcount <= 24;
                next_adc_state <= ADC_STATE_POLL_STATUS;
            end
            ADC_STATE_POLL_STATUS: begin
                if (~adc_reset_done) begin
                    next_adc_outdata <= {ADC_OPCODE_READ, ADC_REG_SYSTEM_STATUS, 8'h00};
                    next_adc_bitcount <= 24;
                    next_adc_state <= ADC_STATE_POLL_STATUS;
                end else begin
                    next_adc_outdata <= {ADC_OPCODE_WRITE, ADC_REG_GENERAL_CFG, 8'h02};
                    next_adc_bitcount <= 24;
                    next_adc_state <= ADC_STATE_START_CAL;
                end
            end
            ADC_STATE_START_CAL: begin
                next_adc_outdata <= {ADC_OPCODE_READ, ADC_REG_GENERAL_CFG, 8'h00};
                next_adc_bitcount <= 24;
                next_adc_state <= ADC_STATE_READ_CAL;
            end
            ADC_STATE_READ_CAL: begin
                next_adc_outdata <= {ADC_OPCODE_READ, ADC_REG_GENERAL_CFG, 8'h00};
                next_adc_bitcount <= 24;
                next_adc_state <= ADC_STATE_POLL_CAL;
            end
            ADC_STATE_POLL_CAL: begin
                if (~adc_cal_done) begin
                    next_adc_outdata <= {ADC_OPCODE_READ, ADC_REG_GENERAL_CFG, 8'h00};
                    next_adc_bitcount <= 24;
                    next_adc_state <= ADC_STATE_READ_CAL;
                end else begin
                    next_adc_outdata <= {ADC_OPCODE_WRITE, ADC_REG_DATA_CFG, 8'h10};
                    next_adc_bitcount <= 24;
                    next_adc_state <= ADC_STATE_CFG_DATA;
                end
            end
            ADC_STATE_CFG_DATA: begin
                next_adc_outdata <= {ADC_OPCODE_WRITE, ADC_REG_AUTO_SEQ_CH_SEL, CHANNEL_MASK};
                next_adc_bitcount <= 24;
                next_adc_state <= ADC_STATE_CFG_CHAN;
            end
            ADC_STATE_CFG_CHAN: begin
                next_adc_outdata <= {ADC_OPCODE_WRITE, ADC_REG_SEQUENCE_CFG, 8'h11};
                next_adc_bitcount <= 24;
                next_adc_state <= ADC_STATE_CFG_SEQ;
            end
            ADC_STATE_CFG_SEQ: begin
                next_adc_outdata <= {ADC_OPCODE_NOP, 8'h00};
                next_adc_bitcount <= 16;
                next_adc_state <= ADC_STATE_READOUT;
            end
            ADC_STATE_READOUT: begin
                next_adc_outdata <= {ADC_OPCODE_NOP, 8'h00};
                next_adc_bitcount <= 16;
                next_adc_state <= ADC_STATE_READOUT;
            end
        endcase
    end
    reg [4:0]  spi_bitcount = 0;
    reg [3:0]  spi_cseldelay = 0;
    reg [23:0] spi_shiftreg_out = 0;
    reg [23:0] spi_shiftreg_in = 0;
    always @(posedge clk) begin
        adc_valid <= 0;
        if (reset) begin
            csel <= 1'b1;
            sclk <= 1'b0;
            msoi <= 1'b0;
            adc_reset_done <= 1'b0;
            adc_cal_done <= 1'b0;
        end
        else if (spi_bitcount) begin
            csel <= 1'b0;
            if (sclk) begin
                sclk <= 1'b0;
                mosi <= spi_shiftreg_out[spi_bitcount-1];
            end else begin
                sclk <= 1'b1;
                spi_shiftreg_in <= {spi_shiftreg_in[22:0], miso};
                spi_bitcount <= spi_bitcount - 1;
            end
        end
        else if (spi_cseldelay) begin
            if (adc_state == ADC_STATE_POLL_STATUS) begin
                adc_reset_done <= spi_shiftreg_in[16];
            end
            if (adc_state == ADC_STATE_POLL_CAL) begin
                adc_cal_done <= ~spi_shiftreg_in[17];
            end
            if (adc_state == ADC_STATE_READOUT) begin
                adc_data <= spi_shiftreg_in[15:4];
                adc_channel <= spi_shiftreg_in[3:0];
                adc_valid <= 1;
            end
            if (sclk) begin
                csel <= 1'b0;
                sclk <= 1'b0;
                msoi <= 1'b0;
            end else begin
                csel <= 1'b1;
                sclk <= 1'b0;
                spi_cseldelay <= spi_cseldelay - 1;
            end
        end
        else if (next_adc_bitcount) begin
            adc_state <= next_adc_state;
            spi_bitcount <= next_adc_bitcount;
            spi_cseldelay <= 4;
            spi_shiftreg_out <= next_adc_outdata;
            sclk <= 1'b0;
            csel <= 1'b0;
            mosi <= next_adc_outdata[next_adc_bitcount-1];
        end
    end
endmodule
module top(input refclk,
    input pwr_button,
    output [3:0] led,
    output adc_csel,
    output adc_sclk,
    output adc_mosi,
    input  adc_miso,
    output [3:0] debug
);
reg [7:0] por_delay = 8'hff;
always @(posedge refclk) if (por_delay) por_delay <= por_delay - 1;
reg [3:0] led_data = 3'b0;
always @(posedge refclk) begin
    if (adc_valid && (adc_channel == 0)) led_data <= adc_data[11:8];
end
assign led = ~led_data;
wire [11:0] adc_data;
wire [3:0]  adc_channel;
wire        adc_valid;
adc adc_instance(
    .clk(refclk),
    .reset(por_delay != 0),
    .csel(adc_csel),
    .sclk(adc_sclk),
    .mosi(adc_mosi),
    .miso(adc_miso),
    .adc_data(adc_data),
    .adc_channel(adc_channel),
    .adc_valid(adc_valid)
);
assign debug = {adc_miso, adc_mosi, adc_sclk, adc_csel};
endmodule
==> /design/flow/run.sh <==
#!/bin/bash
# OpenROAD 26Q1-2900-gdf79404cd8, Yosys 0.63+post, stock flow scripts
make -C /OpenROAD-flow-scripts/flow DESIGN_CONFIG=/design/flow/config.mk WORK_HOME=/design/flow/orfs finish
==> /design/flow/config.mk <==
export PLATFORM = sky130hd
export DESIGN_NAME = top
export DESIGN_NICKNAME = top
export VERILOG_FILES = /design/flow/design.v
export SDC_FILE = /design/flow/constraint.sdc
export NUM_CORES = 4
export LEC_CHECK = 1
export CORE_UTILIZATION = 40
==> /design/flow/constraint.sdc <==
current_design top

set clk_period 4.9
set clk_io_pct 0.2

create_clock -name clk0 -period $clk_period [get_ports {refclk}]

set non_clock_inputs [all_inputs -no_clocks]
set_input_delay [expr $clk_period * $clk_io_pct] -clock clk0 $non_clock_inputs
set_output_delay [expr $clk_period * $clk_io_pct] -clock clk0 [all_outputs]
==> flow_metrics.tcl <==
# flow metrics
set metrics [dict create \
    first_pass_iters 4 \
    path_cells "clkdlybuf4s50_1 > clkdlybuf4s50_1" \
    worst_r2r_path_depth 6 \
    worstPathRequired_ns 3.92 \
    fp_util_pct 41.65 \
    die_w_um 86.34 \
    wire_per_inst_um 12.21 \
    tightest_slew_ns 0.6309 \
    cts_num_sinks 66 \
    dpl.cell_count 314 \
    cp_max_fo 2 \
    yosysCellCount 213 \
    die_h_um 86.34 \
    drt_iter0_drc 116 \
    nFillCells 585 \
    grt_first_pass_wirelength_um 7024 \
    status "complete, no violations" \
    cts_max_level 3 \
    finalCritPeriodShare_pct 58.97 \
    power_frac_seq_pct 55.3 \
    cts_setup_buffers 0 \
    p_sw_share_pct 18.37 \
    ys_area_um2 2845 \
    first_global_vias 1504 \
    timing.fmax_mhz 346.0 \
    netlist_instances 213 \
    cts_tree "built" \
    cp-end-kind "output port" \
    ios 14 \
    cp_top_family "buffers and inverters" \
    grt.overflow.total 0 \
    place_ws_ns 2.011 \
    hold_viol_final 0 \
    cpMaxStageDelayCell "clkdlybuf4s50_1" \
    port_buffers 12 \
    chip_area_um2 7455 \
    critical_path_class "input pin to output port" \
    yosys.area.top_type_share_pct 64.38 \
    switchingPower_uw 201.5 \
    yosysTopAreaCell "edfxtp_1" \
    ys_warn_count 5 \
    hold_buffers 0 \
    hold_path_depth 0 \
    fin_crit_ns 2.890 \
    cp-start-kind "input pin" \
    ys.flops 66 \
    antenna_cells 0 \
    clock_skew_ns 0.01275 \
    r2r_slack_ns 2.46 \
    arrival_ns 1.91 \
    max_stage_delay_ns 0.47 \
    startpoint "adc_miso" \
    ir_drop_uv 228.2 \
    cts_resized 0 \
    dr_total_vias 1612 \
    ant_nets 0 \
    finalSetupTns_ns 0 \
    hp-class "register to register" \
    place.gp.congestion 0.8129 \
    warning_count 28 \
    synth_area_um2 2845 \
    setup_ws_ns 2.010 \
    internal_power_uw 895.5 \
    p_per_area_nw_per_um2 334.4 \
    hpwl_um 2686 \
    cts_inserted_buffers 9 \
    instances_no_fill 330 \
    drcViolationCount 0 \
    clk_pin_slew_ns 0.07 \
    cpMostUsedCell "clkdlybuf4s50_1" \
    grt_max_degree 19 \
    antenna_found_initial 0 \
    rows 30 \
    timing.rr.start "adc_instance.spi_bitcount[0]" \
    grtUsageTotal_pct 12.81 \
    postSynthSeqShare_pct 67.90 \
    clockBufferDepth 2 \
    static-leakage-power_uw 0.001131 \
    clockPowerShare_pct 44.6 \
    clk_latency_ns 0.34 \
    routed_via_density 4.885 \
    maxCapViolCount 0 \
    hold_path_end "adc_instance.spi_shiftreg_in[9]" \
    place_area_um2 3062 \
    core_um2 6832 \
    critPathBufInv 2 \
    setup_violations 0 \
    synth_cell_types 41 \
    reg2reg_to "adc_instance.mosi" \
    worstHoldStart "adc_instance.spi_shiftreg_in[8]" \
    slew_violations 0 \
    rsz0062_at_grt "no" \
    power_frac_comb_pct 0.1 \
    ys_top_cells_by_area "edfxtp_1 64%, dfxtp_1 3.5%, nor2_1 2.5%" \
    root_buffer "clkbuf_8" \
    syn_avg_cell_area_um2 13.36 \
    area_growth_pct 15.30 \
    drive_gt1_share_pct 11.54 \
    wirelength_um 4028 \
    whs_ns 0.4165 \
    design_area_um2 3281 \
    maxSlewHeadroom_pct 57.62 \
]
cells in the mapped netlist (all sizes together):
library cell and number:
xnor2 3, dfxtp 5, o21ai 5, nor2 19, o211a 1, edfxtp 61
nand2b 6, o22ai 3, nor3 7, o31ai 1, ha 5, a31oi 1
buf 5, mux4 1, xor2 7, or3b 1, a21o 2, nand4 2
a221oi 2, clkbuf 7, a21boi 2, or4b 1, or3 1, o311a 1
o21bai 1, and2 4, and3 2, nor3b 3, a21oi 9, and4b 1
nor4b 2, a211oi 2, inv 16, nand2 9, o221ai 1, mux2i 2
nand3 6, nor4 6
per-stage QoR:
step | util (%) | power, uW
final | 48.02 | 1097
after global routing | 48.02 | 1138
after CTS | 48.02 | 1112
after detailed placement | 44.82 | 620.4
after global placement | 44.82 | 620.3
after floorplan | - | 619.2
cells in the final DEF (no fill, tap or decap), types with 2 or more instances in the layout:
cell / count
a211oi_1: 2
a21boi_0: 2
a21o_1: 2
a21oi_1: 9
a221oi_1: 2
and2_1: 4
and3_1: 2
buf_4: 5
bufinv_16: 2
clkbuf_8: 9
clkdlybuf4s50_1: 12
clkinv_4: 3
dfxtp_1: 5
edfxtp_1: 61
ha_1: 5
inv_1: 16
mux2i_1: 2
nand2_1: 9
nand2b_1: 6
nand3_1: 6
nand4_1: 2
nor2_1: 19
nor3_1: 6
nor3b_1: 3
nor4_1: 5
nor4b_2: 2
o21ai_0: 5
o22ai_1: 3
xnor2_1: 3
xor2_1: 7
worst max-delay path by stage:
stage         endpoint  depth (start not counted)
global route  debug[3]                          2
finish        debug[3]                          2
CTS           debug[3]                          2
sequential cells by signal, indices dropped and copies added, names as in the netlist:
register / flops
adc_instance.adc_valid: 1
por_delay: 8
adc_instance.spi_cseldelay: 4
adc_instance.adc_channel: 4
adc_instance.mosi: 1
adc_instance.adc_reset_done: 1
adc_instance.spi_shiftreg_out: 9
adc_instance.adc_cal_done: 1
adc_instance.sclk: 1
adc_instance.spi_bitcount: 5
adc_instance.csel: 1
adc_instance.spi_shiftreg_in: 18
led_data: 4
adc_instance.adc_state: 4
adc_instance.adc_data: 4
area by class of cell:
class / instances / area, um^2 / share of cell area [%]
timing repair buffer: 17 / 157.7 / 4.805
inverter: 16 / 60.06 / 1.831
multi-input combinational: 119 / 792.0 / 24.14
clock inverter: 6 / 91.34 / 2.784
tap: 96 / 120.1 / 3.661
sequential: 66 / 1932 / 58.89
clock buffer: 10 / 127.6 / 3.890
power groups by stage:
stage | logic (uW) | registers, uW | clock network (uW)
finish | 1.57 | 606 | 489
CTS | 1.59 | 606 | 504
global route | 1.69 | 606 | 530
per-layer routing:
metal / vias up / GRT usage [%] / wire [um]
met3: 7 / 4.928 / 230
met5: - / 0 / 0
met1: 740 / 20.78 / 1952
met2: 52 / 18.04 / 1767
met4: 0 / 2.424 / 77
li1: 813 / - / -
cell families after synthesis:
kind of cell / synth area share (%)
AND/OR/NAND/NOR: 13.98
flip-flops: 67.90
multiplexers: 1.495
XOR/XNOR: 3.078
adder cells (fa/ha/maj): 2.199
buffers and inverters: 4.266
AND-OR/OR-AND: 7.080
Power is estimated from default activity; no workload was simulated.
